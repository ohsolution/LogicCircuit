--- config.mk ---
export PLATFORM = sky130hd
export DESIGN_NAME = multiplier_module
export DESIGN_NICKNAME = multiplier_module
export VERILOG_FILES = /design/flow/design.v
export SDC_FILE = /design/flow/constraint.sdc
export NUM_CORES = 4
export LEC_CHECK = 1
export CORE_AREA = 10 10 90 90
export DIE_AREA = 0 0 100 100
--- constraint.sdc ---
current_design multiplier_module

set clk_period 3.2
set clk_io_pct 0.2

create_clock -name clk0 -period $clk_period [get_ports {clk}]

set non_clock_inputs [all_inputs -no_clocks]
set_input_delay [expr $clk_period * $clk_io_pct] -clock clk0 $non_clock_inputs
set_output_delay [expr $clk_period * $clk_io_pct] -clock clk0 [all_outputs]
--- design.v ---
module multiplier_module(clk, a, b, rst, zout);
	input clk, rst;
	input [7:0] a, b;
	output wire [7:0] zout;	 
	reg [15:0] p;
	assign zout[7:0] = p[7:0];
	always@(posedge clk)
	begin
		if (rst ==1)
		begin
			p <= 0;
		end
		else
		begin
			p <= a*b;
		end
	end
endmodule
--- run.sh ---
#!/bin/bash
# OpenROAD 26Q1-2900-gdf79404cd8, Yosys 0.63+post, stock flow scripts
make -C /OpenROAD-flow-scripts/flow DESIGN_CONFIG=/design/flow/config.mk WORK_HOME=/design/flow/orfs finish
==> flow_summary.yaml <==
# generated from flow reports
floorplanning:
  fp_util: 0.1726
  num_rows: 29
  die_area_um2: 10000
  die_y_um: 100
  core_area_um2: 6277
  die_w_um: 100
  io_pins: 26
placed_design:
  io_buffers: 25
  dpl_worst_slack_ns: -1.119
  gp_congestion: 0.8685
  place_inst: 233
  dp_hpwl_um: 2229
final_timing:
  finalClockPeriodUsage: 1.103
  slew_violations: 0
  tns_ns: -0.5583
  fin_crit_ns: 3.529
  tightest_slew_ns: 0.3146
  max-slew-margin-rel: 0.7896
  rsz0062_at_grt: "true"
  clock.fmax_mhz: 283.4
  fin_ws_ns: -0.3287
  setup_viol: 2
  hold_viol: 0
setup_path:
  cpMaxStageDelayCell: "fa_1"
  cp.depth: 13
  cpLargestDelayFamily: "adder cells"
  worstPathArrival_ns: 3.63
  cp.required_ns: 3.30
  slowest_delay_ns: 0.51
  path_common_cell: "fa_1"
  cp-end-kind: "flop"
  crit_fanout: 4
  path_buffers: 3
  critPathKind: "in2reg"
  crit_chain: "buf_8, and2_4, fa_2, inv_2, fa_1, fa_1, fa_1, inv_2, ha_4, a21oi_2, xnor3_1, xnor3_1, nor2_1"
  startpoint_type: "primary input"
cells_and_area:
  largest-register: "p"
  fin_cells: 239
  largest_reg_flops: 8
  finalCoreUtilization: 0.2681
  area_growth_syn_to_layout_pct: 55.31
  top_regs: "p x8"
  drive_gt1_frac: 0.3519
clocking:
  cts_buffer_depth: 2
  cts_sinks: 8
  root_buffer: "clkbuf_8"
  htreeDepth: 1
  path_clk_slew_ns: 0.04
  cts_tree: "yes"
  postCtsHoldBufs: 0
  cts_buffers: 3
power_and_ir_drop:
  powerDensity_nw_per_um2: 426.3
  total_power_mw: 0.7174
  total_leakage_power_nw: 0.7855
  ir_drop_v: 0.0001701
hold_path:
  hold_depth: 4
  hold_path.class: "in2reg"
drt:
  vias_per_cell: 3.628
  totalWireLength_um: 2607
  first_pass_iters: 3
  antenna_cells_inserted: 0
  vias: 867
  antenna_left: 0
  drc: 0
  drt_iter0_drc: 12
  routedWlPerCell_um: 10.91
grt:
  grt_pass1_vias: 1003
  grt_max_degree: 9
  grt_overflow: 0
  grt_pass1_wl_um: 4726
  grt_antenna_before_repair: 0
  grt.total_usage: 0.05734
synth:
  yosysSeqAreaShare: 0.1478
  synthTopCellsByArea: "fa_1 22%, ha_1 18%, dfxtp_1 15%"
  yosys_area_um2: 1084
  synthFlopType: "dfxtp_1"
  common_cells: "20 x inv_1, 18 x nand2_1, 16 x ha_1, 13 x and2_1, 12 x fa_1"
  top_cell: "inv_1"
  syn_area_per_cell_um2: 9.183
  synth.largest_area_cell: "fa_1"
  yosys_cells: 118
  netlist_area_um2: 1084
  synth_top_area_share: 0.2217
  ys.flops: 8
  ys_warn_count: 1
  synth-edff-count: 0
  synth_cell_types: 16
  async_flop_share: 0
  syn_inst: 118
status:
  violations: "setup timing"
  status: "complete, but fails checks"
flow_run:
  warning_count: 28
  drv_cap: 0
[through the flow]
step	hold WS [ns]	cell area (um2)
global placement	1.326	1564
finish	0.7978	1683
floorplan	0.7115	1120
CTS	0.8150	1647
detailed placement	1.324	1564
global route	0.8160	1683
[per-layer routing]
metal  part of all wire  up-vias  global-route usage  wire (um)
met5                  0        -                   0          0
met3              0.061        2             0.02151        158
met1               0.48      401             0.07444       1242
met4              0.012        0            0.006522         30
met2               0.45       19             0.09209       1175
li1                   -      445                   -          -
[final timing paths]
path  slack [ns]               to  from
max        -0.33  p[7]$_SDFF_PP0_  b[4]
min         0.80  p[0]$_SDFF_PP0_  a[0]
[placed cells by master (no fill, tap or decap), drive strengths merged]
cell type and instances:
xnor2 9, clkdlybuf4s15 2, xnor3 2, dfxtp 8
clkdlybuf4s50 13, and2 17, buf 24, nor2b 4
nand2 19, xor2 3, ha 16, nor2 4
fa 12, a21oi 2, clkbuf 3, inv 20
dlygate4sd2 2, a21o 2
[report_power, final]
part / switching [mW] / internal [mW]
Sequential: 0.00663 / 0.125
Clock: 0.0367 / 0.0812
Combinational: 0.178 / 0.290
[kinds of logic after synthesis]
| family | after synthesis | share of synthesized area |
|---|---|---|
| simple gates | 44 | 0.2078 |
| fa+ha+maj | 28 | 0.4065 |
| buf+inv | 20 | 0.06928 |
| xor+xnor | 14 | 0.1455 |
| flops | 8 | 0.1478 |
| compound gates | 4 | 0.02309 |
[cell type report]
cell class                      instances  area (um2)
Inverter                               20       75.07
Multi-Input combinational cell         90       937.1
Timing Repair Buffer                   41       372.9
Tap cell                               77       96.34
Fill cell                             660        4594
Clock buffer                            3       41.29
Sequential cell                         8       160.2
[what timing repair did]
action,CTS,global route
setup buffers,4,1
cloned,0,0
gates resized,57,13
pin swaps,13,12
setup endpoints to repair,4,3
